$ cat design/flow/run.sh
#!/bin/bash
# OpenROAD 26Q1-2900-gdf79404cd8, Yosys 0.63+post, stock flow scripts
make -C /OpenROAD-flow-scripts/flow DESIGN_CONFIG=/design/flow/config.mk WORK_HOME=/design/flow/orfs finish
$ cat design/flow/config.mk
export PLATFORM = sky130hd
export DESIGN_NAME = uart_rx
export DESIGN_NICKNAME = uart_rx
export VERILOG_FILES = /design/flow/design.v
export SDC_FILE = /design/flow/constraint.sdc
export NUM_CORES = 4
export LEC_CHECK = 1
export CORE_UTILIZATION = 30
$ cat design/flow/constraint.sdc
current_design uart_rx

set clk_period 2.3
set clk_io_pct 0.2

create_clock -name clk0 -period $clk_period [get_ports {clk_3125}]

set non_clock_inputs [all_inputs -no_clocks]
set_input_delay [expr $clk_period * $clk_io_pct] -clock clk0 $non_clock_inputs
set_output_delay [expr $clk_period * $clk_io_pct] -clock clk0 [all_outputs]
$ cat design/flow/design.v
module uart_rx(
    input clk_3125,
    input rx, 
    output reg [7:0] rx_msg,
    output reg rx_parity,
    output reg rx_complete
    );
parameter S0=4'b1110,S1=4'b0111,S2=4'b0110,S3=4'b0101,S4=4'b0100,S5=4'b0011,S6=4'b0010,S7=4'b0001,S8=4'b0000,S9=4'b1001,S10=4'b1010,idle=4'b1111;
reg[3:0] state;
reg[4:0] counter;
reg[7:0] msg=0;
reg parity=0;
initial begin
    rx_msg      = 0;
	 rx_parity   = 0;
    rx_complete = 0;
	 counter     = 4'b1111;
	 state       = 4'b1111;
end
always@(posedge clk_3125) begin
	case(state)
	idle  : begin rx_complete =0; if(!rx) state =S0; end
	S0    : begin rx_complete =0; if(counter!=27) counter = counter+1; else begin counter =0; state =S1;   end end
	S1    : begin if(counter!=27) counter = counter+1;  else  begin counter =0; state =S2;   end end
	S2    : begin if(counter!=27) counter = counter+1;  else  begin counter =0; state =S3;   end end
	S3    : begin if(counter!=27) counter = counter+1;  else  begin counter =0; state =S4;   end end
	S4    : begin if(counter!=27) counter = counter+1;  else  begin counter =0; state =S5;   end end
	S5    : begin if(counter!=27) counter = counter+1;  else  begin counter =0; state =S6;   end end
	S6    : begin if(counter!=27) counter = counter+1;  else  begin counter =0; state =S7;   end end
	S7    : begin if(counter!=27) counter = counter+1;  else  begin counter =0; state =S8;   end end
	S8    : begin if(counter!=27) counter = counter+1;  else  begin counter =0; state =S9;   end end
	S9    : begin if(counter!=27) counter = counter+1;  else  begin counter =0; state =S10;   end end
	S10   : begin if(counter!=26) counter = counter+1;  else  begin counter =0;rx_complete =1;rx_parity = parity;if(parity!=(^msg)) rx_msg=8'b00111111;else rx_msg=msg; if(rx) state =idle; else state =S0; end  end
	endcase
end
always@(state) begin
	case(state)
	idle     : msg    = 0 ;
	S0       : msg    = 0 ;
	S9       : parity = rx;
	default  : msg[state] = rx;
	endcase
end
endmodule
==> Changelog: implementation <==
### Metrics

- Worst-Skew Late Latency: 260 ps
- Worst min-delay path class: reg -> reg
- CTS H-tree lvls: 1
- Via density: 4.82
- Mean Syn Cell Area: 10.5 um^2
- Worst reg2reg endpoint: state[3]$_DFFE_PP_
- Num CTS Buffers: 3
- Starting Density: 0.313
- Worst reg2reg path depth: 4
- Cell Type Count: 33
- Post-DP HPWL: 1510 um
- Final WL: 2090 um
- Antenna diodes: 0
- Cts repair resizes: 0
- Clock-pin slew of the registers on the worst-case setup and hold paths: 70 ps
- Routed WL per cell: 10.8 um
- CP Max Fanout: 17
- Async SR Flop Fraction: 0
- Leakage: 0.621 nW
- Register pins left without a clock: 9
- Max-Cap Viols: 0
- Yosys Instances: 131
- Reg2reg setup slack: 430 ps
- Post-CTS setup buffers: 0
- Hold-fix buffers, CTS: 0
- Row count: 24
- Largest net degree at the start of global routing: 19
- F_max: 534 MHz
- First-pass DRT Iterations: 4
- Root Driver: clkbuf_8
- Worst r2r src: state[1]$_DFFE_PP_
- Vias: 931
- Share of cells above drive strength 1: 0.0567
- YS chip area: 1370 um^2
- Worst clock skew: 7.32 ps
- EDFF count, synth: 19
- Antenna violations before repair: 0
- RSZ-0062 raised after global routing: no
- Bufs on Longest Clock Path: 2
- First-pass GRT wire length: 3530 um
- Non-filler cells, final: 193
- CP Launch Type: register
- Endpoints left unconstrained: 18
- Final setup violation count: 0
- Die Span Y: 69.7 um
- Cycle use final: 0.815
- Cell area after synthesis: 1370 um^2
- Routability congestion estimate: 0.823
- Hold Vio Cnt, Final: 0
- Final ANT Viol Nets: 0
- Result of the run: finished clean
- Slowest CP cell: edfxtp_1
- # placed instances: 189
- Worst VDD drop: 0.207 mV
- DRC: 0
- Yosys warns: 1
- Setup TNS: 0 ps
- Slew @ Worst Pin: 458 ps
- Crit Path Class: reg -> reg
- Arrival time at the worst endpoint: 1850 ps
- Cells after Synth: 131
- Critical Path RT: 2280 ps
- CP Cell Sequence: nand2b_1 -> o21a_1 -> a222oi_1 -> buf_4
- Final worst slack: 427 ps
- Fin crit period: 1870 ps
- Dominant synthesized flop cell: edfxtp_1
- Port bufs: 11
- Place WS: 414 ps
- Utilization after layout: 0.361
- Via count of the first global-routing pass: 793
- Max Slew Vio Count: 0
- Top Ports: 12
- DIE AREA: 4850 um^2
- Slowest stage delay, CP: 590 ps
- CP Launch Point: state[1]$_DFFE_PP_
- Core region area: 4380 um^2
- Gr usage total: 0.0914
- End of the critical path: state[3]$_DFFE_PP_
- Worst setup EP type: register
- Max-slew headroom: 0.694
- P&R area growth vs syn: 15.1%
- Iter 0 DRT Violations: 50
- Power per cell area: 383 nW/um^2
- CTS tree: built
- Remaining Overflow, GRT: 0
- Worst hold margin: 628 ps
- Yosys reg bits: 28
- Die X: 69.7 um
- OpenROAD warnings: 26
## per-stage QoR
step / instance area, um^2 / power, mW
after detailed placement: 1540 / 0.385
after global placement: 1540 / 0.385
after CTS: 1580 / 0.617
after global routing: 1580 / 0.630
after floorplan: 1370 / 0.383
final: 1580 / 0.606
## synth_stat cells, drive strengths merged, types with 2 or more instances
cell,instances,area [um^2]
ha,2,25.0
dlxtn,8,120
nor3,4,20.0
nand2b,2,12.5
xnor3,2,45.0
o21ai,8,40.0
a21oi,5,25.0
o211ai,4,30.0
inv,4,15.0
o31a,2,17.5
buf,5,28.8
nand2,10,37.5
nand4b,2,17.5
mux2i,9,90.1
nor2,19,71.3
xor2,2,17.5
and2,3,18.8
xnor2,4,35.0
edfxtp,19,571
clkbuf,4,15.0
nor2b,3,18.8
## worst max-delay path: cells and delay by family (launching register included)
family,cells,cell delay (ps)
simple gates,1,300
buf+inv,1,200
flops,1,590
compound gates,2,500
## worst min path at each step
stage                   startpoint                   end  slack, ps  depth (start not counted)
finish        counter[0]$_DFFE_PP_  counter[0]$_DFFE_PP_        630                          1
global route  counter[0]$_DFFE_PP_  counter[0]$_DFFE_PP_        650                          1
CTS           counter[0]$_DFFE_PP_  counter[0]$_DFFE_PP_        630                          1
## routing by layer
metal  vias to the layer above  routed length [um]  track usage
met5                         -                   0            0
met3                         2                 101       0.0280
met2                        24                 943        0.142
li1                        484                   -            -
met4                         0                  15      0.00667
met1                       421                1030        0.138
## final cells by class
cell class / instances / area [um^2]
Sequential cell: 28 / 706
Fill cell: 431 / 2800
Tap cell: 52 / 65.1
Timing Repair Buffer: 15 / 140
Clock buffer: 3 / 41.3
Inverter: 4 / 15.0
Clock inverter: 1 / 5.00
Multi-Input combinational cell: 90 / 609
## report_power, final
part / internal (mW) / total, mW / switching (mW)
clock network: 0.120 / 0.228 / 0.108
logic: 0.00175 / 0.00281 / 0.00106
registers: 0.375 / 0.375 / 0
## cells by family after synthesis
kind of cell,count (synthesis),share of synthesized area
simple gates,49,0.177
compound gates,21,0.0947
flops,19,0.415
buf+inv,13,0.0428
xor+xnor,9,0.0883
mux,9,0.0656
latches,9,0.0984
fa+ha+maj,2,0.0182
## registers in the layout, summed over array words and instances, names as in the netlist
name	count
parity	1
state	4
rx_parity	1
counter	5
rx_msg	8
msg	8
rx_complete	1
## layout by cell type, fill, tap and decap left out
cell / instances
nor2_1: 19
edfxtp_1: 19
clkdlybuf4s50_1: 11
nand2_1: 10
mux2i_1: 9
o21ai_0: 8
dlxtn_1: 8
a21oi_1: 5
inv_1: 4
xnor2_1: 4
nor3_1: 4
o211ai_1: 4
buf_4: 4
and2_1: 3
nor2b_1: 3
clkbuf_8: 3
nand2b_1: 2
nand4b_1: 2
xor2_1: 2
o31a_1: 2
xnor3_1: 2
ha_1: 2
nor3b_1: 1
nand4bb_1: 1
nand3_1: 1
o21a_1: 1
nand3b_1: 1
a222oi_1: 1
nor4_1: 1
and3b_1: 1
xor3_1: 1
clkinv_2: 1
dlxtp_1: 1
Power is estimated from default activity; no workload was simulated.
