[flow/config.mk]
export PLATFORM = sky130hd
export DESIGN_NAME = t1b_cd_fd
export DESIGN_NICKNAME = t1b_cd_fd
export VERILOG_FILES = /design/flow/design.v
export SDC_FILE = /design/flow/constraint.sdc
export NUM_CORES = 4
export LEC_CHECK = 1
export CORE_UTILIZATION = 40
[flow/constraint.sdc]
current_design t1b_cd_fd

set clk_period 3.2
set clk_io_pct 0.2

create_clock -name clk0 -period $clk_period [get_ports {clk_1MHz}]
create_clock -name clk1 -period $clk_period [get_ports {cs_out}]

set non_clock_inputs [all_inputs -no_clocks]
set_input_delay [expr $clk_period * $clk_io_pct] -clock clk0 $non_clock_inputs
set_output_delay [expr $clk_period * $clk_io_pct] -clock clk0 [all_outputs]
[flow/design.v]
module t1b_cd_fd(clk_1MHz,cs_out ,filter,color );
input clk_1MHz,cs_out ;
output reg [1:0] filter;
output reg [2:0] color ;
	initial begin
		filter =3;color= 0; 
	end
	localparam IDLE=2'd0,FILTER_SWAP=2'd1,READ_WAIT =2'd2 ,DETECT_COLOR =2'd3 ; 
	parameter blue_check=2'b01,green_check=2'b11,red_check=2'b00,clear=2'b10;
	reg [15:0] red_counter=0,blue_counter=0,green_counter=0;
	reg [12:0] counter=0;
	reg [15:0] frequency=0;
	reg [1:0] state =FILTER_SWAP;
	always @(posedge clk_1MHz)begin
		case(state)
			IDLE :state =FILTER_SWAP;
			FILTER_SWAP: begin
				case(filter)
					green_check:begin
						if(counter!=12'b000111110100)begin
							counter=counter+1;
						end
						else begin
							green_counter=frequency;
							counter =0 ; 
							filter = red_check;
						end
					end
					red_check:begin
					if(counter!=12'b000111110100)begin
							counter=counter+1;
						end
						else begin
							red_counter=frequency;
							counter =0 ; 
							filter = blue_check;
						end
					end
					blue_check:begin
					if(counter!=12'b000111110100)begin
							counter=counter+1;
						end
						else begin
							blue_counter= frequency;
							counter =0 ; 
							state= DETECT_COLOR;
						end
					end
					clear:begin
						red_counter=0;
						green_counter=0;
						blue_counter=0 ; 
						state=FILTER_SWAP;
						filter=green_check;
						counter= 0 ;
						end
					endcase
			end
			READ_WAIT:begin
				red_counter=0;
				green_counter=0;
				blue_counter=0 ; 
				counter=0;
				state=FILTER_SWAP;
			end
			DETECT_COLOR:begin
				if(red_counter && blue_counter &&green_counter) begin
					if(red_counter >=blue_counter && red_counter>=green_counter)color =2'd1;
					else if(green_counter>blue_counter) color =2'd2;
					else color=2'd3;
				end
				filter=2;state=FILTER_SWAP;
			end
			endcase
	end
	always @(posedge cs_out)begin
		if(counter) frequency=frequency+1;
		else frequency =0 ;
	end
	endmodule
[flow/run.sh]
#!/bin/bash
# OpenROAD 26Q1-2900-gdf79404cd8, Yosys 0.63+post, stock flow scripts
make -C /OpenROAD-flow-scripts/flow DESIGN_CONFIG=/design/flow/config.mk WORK_HOME=/design/flow/orfs finish
==> out/results.tsv <==
metric	value	unit
outcome	finished clean	
# rows	38	
Tool Warnings	30	
hold_buf cts	0	
core area	10900	µm²
Post-Syn Area per Cell	11.1	µm²
setup tns final	0	ps
initial antenna violation count	0	
Die X	108	µm
number of global-route vias before repair	2822	
reg2reg start	counter[0]	
post-synth area from yosys stat	4480	µm²
post-synthesis cell count	403	
post-layout util	45.4	%
Psw	378	µW
cell count along the critical path	7	
top cells by area	edfxtp_1 44%, ha_1 15%, dfxtp_1 7.1%, inv_1 3.9%, nor2_1 3.7%	
Die Span Y	108	µm
Die Size	11600	µm²
Fill cells	955	
count leader, synth	edfxtp_1	
Crit Path Class	register to register	
P per Cell Area	412	nW/µm²
diodes inserted	0	
Post CTS Setup Buffer Count	0	
crit-path leading delay family	simple AND/OR/NAND/NOR gates	
Clock transition at path regs	80	ps
Switching Fraction	18.6	%
final setup fails	0	
peak supply drop	0.263	mV
HPWL after DPL	6370	µm
Total GRT Usage	16.1	%
Vias	2866	
max incr delay on CP	570	ps
Cell Area, Placed	4680	µm²
I/O pin total	7	
Sink Count	82	
reg-to-reg endpoint	blue_counter[11]	
1st-iter DRT viols	170	
Simple Share, Synth	16.2	%
Synthesized registers	82	
Power Internal	1650	µW
Final Wtd Congestion	0.846	
register area	2300	µm²
Setup crit start	counter[0]	
first-pass iteration count of the detailed router	4	
yosys xor share	4.88	%
worst slew pin tran	645	ps
Final Skew	15.9	ps
Crit Path Max Fanout	16	
Area leader share	44.2	%
Worst Setup EP	blue_counter[11]	
RSZ-0062 raised after global routing	false	
Synth-to-Final Area Change	10.2	%
Power, Total	2030	µW
crit path DAT	2610	ps
Clk network pwr share	44.2	%
Post-Route WL	8170	µm
design area	4940	µm²
Post-Layout Cell Count	563	
Synth Warn #	1	
vias per cell	5.09	
largest net degree at the start of global routing	20	
Synth Seq Share	51.4	%
Comb pwr share	0	%
Post-synth ARST share	0	%
main flop type	edfxtp_1	
TritonCTS clock tree	built	
Logic area	1970	µm²
WL/cell	14.5	µm
Main logic family	simple AND/OR/NAND/NOR gates	
Mux area share	0	%
yosys cell count	403	
placed cell count	544	
Max Slew Vio Count	0	
Mapped Area	4480	µm²
yosys aoi share	7.45	%
WP buf/inv	1	
Post-synth EDFFs	66	
Overflow after GRT	0	
top cells by count, synth	66 x edfxtp_1, 55 x ha_1, 47 x inv_1	
Crit-path slowest cell	and3_1	
Reg2Reg Setup Slack	560	ps
FP Util	41.2	%
CP Cell Sequence	inv_1 -> ha_1 -> or4b_1 -> nor3_4 -> nand4_4 -> nand2_1 -> and3_1	
Flop pwr share	55.8	%
Unique cell types	37	
CTS-repair resized insts	0	
# port buffers	4	
post-route ant nets	0	
Worst Setup End Kind	register	
Synth Area in Adders	15.4	%
Leak	0.00207	µW
Max-cap violations	0	
Slew headroom	57.0	%
Setup crit start kind	register	
required time worst endpoint	3170	ps
share of post-route cells with drive strength above 1	6.15	%
global-route wire length before repair	13700	µm
R2R cell count	7	
Final Hold Viols	0	
area leader, netlist	edfxtp_1	
Hold WC Path Type	register to register	
Remaining DRCs	0	
==> worst min path at each step <==
stage / to / start / slack, ps / cells after the start
4_1_cts: frequency[0] / frequency[0] / 470 / 1
5_1_grt: frequency[15] / frequency[15] / 530 / 2
6_report: frequency[0] / frequency[0] / 470 / 1
==> worst register-to-register path, delay by kind of cell, from the launching register on <==
| family | cells | cell delay, ps |
|---|---|---|
| flops | 1 | 450 |
| fa+ha+maj | 1 | 140 |
| simple gates | 5 | 1590 |
| buf+inv | 1 | 90 |
==> stage by stage <==
| stage | hold slack, ps | worst slack, ps |
|---|---|---|
| finish | 469 | 557 |
| global route | 530 | 371 |
| CTS | 467 | 545 |
| detailed placement | 453 | 582 |
| global placement | 450 | 614 |
| floorplan | 426 | 546 |
==> metal layers <==
metal | GRT usage (%) | up-vias | share of wire, %
met1 | 26.8 | 1326 | 53
met2 | 22.4 | 53 | 41
met3 | 4.75 | 12 | 4.6
li1 | - | 1475 | -
met4 | 2.25 | 0 | 1.9
met5 | 0 | - | 0
==> kinds of logic after synthesis <==
group                    after synthesis
AND-OR/OR-AND                         48
XOR/XNOR                              25
adder cells (fa/ha/maj)               55
buffers and inverters                 52
flip-flops                            82
other                                  1
AND/OR/NAND/NOR                      140
==> power by group through the flow <==
stage / Clock [µW] / Combinational (µW) / Sequential (µW)
4_1_cts: 920 / 0.0384 / 1130
6_report: 898 / 0.0183 / 1130
5_1_grt: 968 / 0.0803 / 1130
==> flip-flops by register name, summed over array words and instances, names as in the netlist <==
signal         count
blue_counter      16
frequency         16
green_counter     16
red_counter       16
counter           13
color              2
filter             2
state              1
==> cell usage in the layout (no fill, tap or decap), types with 2 or more instances in the layout <==
master	instances
a2111oi_4	2
a21oi_1	21
nor2_1	44
nand4_1	12
inv_1	47
buf_4	2
ha_1	55
nor3_1	5
clkbuf_8	12
nor4_1	14
a21o_1	2
nand2_1	23
a211oi_1	2
nor2b_1	17
nand2b_1	2
xnor2_1	14
clkinv_4	2
xor2_1	11
a2111o_1	2
and4_1	2
clkdlybuf4s50_1	4
bufinv_16	2
nand3_1	11
o21ai_0	11
and3_1	4
edfxtp_1	66
a32oi_1	2
o21a_1	2
dfxtp_1	16
==> layout make-up <==
| class | instances | share of cell area (%) |
|---|---|---|
| clock inverter | 7 | 1.90 |
| tap | 140 | 3.55 |
| multi-input combinational | 269 | 39.9 |
| timing repair buffer | 6 | 1.11 |
| sequential | 82 | 46.6 |
| clock buffer | 12 | 3.34 |
| inverter | 47 | 3.57 |
Power figures rest on the tool's default switching activity, not on a simulated workload.
